==> /design/flow/config.mk <==
export PLATFORM = sky130hd
export DESIGN_NAME = unit3_1
export DESIGN_NICKNAME = unit3_1
export VERILOG_FILES = /design/flow/design.v
export SDC_FILE = /design/flow/constraint.sdc
export NUM_CORES = 4
export LEC_CHECK = 1
export CORE_UTILIZATION = 30
==> /design/flow/constraint.sdc <==
current_design unit3_1

set clk_period 2.4
set clk_io_pct 0.2

create_clock -name clk0 -period $clk_period [get_ports {clk}]

set non_clock_inputs [all_inputs -no_clocks]
set_input_delay [expr $clk_period * $clk_io_pct] -clock clk0 $non_clock_inputs
set_output_delay [expr $clk_period * $clk_io_pct] -clock clk0 [all_outputs]
==> /design/flow/design.v <==
`timescale 1ns / 1ps
module unit3_1  (clk, rst, convierte, IN, Rcentenas, Rdecenas, Runidades, fin, listo);
parameter N= 9;
input clk, rst, convierte;
input [N-1:0] IN;
output reg [3:0] Rcentenas, Rdecenas, Runidades;
output fin, listo;
function integer F1;
	input [31:0] num;
	integer i;
	begin
	 	i = num;		
		for(F1 = 0; i > 0; F1 = F1 + 1)
			i = i >> 1;
	end
endfunction
reg[2:0] Contador;
reg [N-1:0] RIN;
parameter espera=3'b000, prepara=3'b001, opera1=3'b010, opera2=3'b011, ultimo=3'b100;
reg [2:0] state;
assign listo = (state==espera);
assign fin =(state==ultimo);
always @(posedge clk)
if (rst)
state<= espera;
else
case (state)
espera: begin if (convierte == 1) state <= prepara; else state <= espera; end
prepara: begin Rcentenas <= 0; Rdecenas <= 0; Runidades <= 0; Contador <= N-1; RIN <= IN; state <= opera1; end
opera1:begin if (Rdecenas >= 5) Rdecenas <= Rdecenas +3; 
             if (Runidades >=5) Runidades <= Runidades + 3;
             if (Rcentenas >=5) Rcentenas <= Rcentenas + 3;
             state <= opera2;
        end
opera2: begin
            Contador <= Contador -1;
            Rcentenas <= {Rcentenas[2:0], Rdecenas[3]};
            Rdecenas <= {Rdecenas[2:0], Runidades[3]};
            Runidades <= {Runidades[2:0], RIN[N-1]};
            RIN <= RIN << 1;
            if (Contador == 0) state <= ultimo; else state <= opera1;
           end
ultimo: state <= espera;
default: state<= espera;
endcase
endmodule
==> /design/flow/run.sh <==
#!/bin/bash
# OpenROAD 26Q1-2900-gdf79404cd8, Yosys 0.63+post, stock flow scripts
make -C /OpenROAD-flow-scripts/flow DESIGN_CONFIG=/design/flow/config.mk WORK_HOME=/design/flow/orfs finish
==> notes.md <==
Results of the flow run.

Static timing analysis puts the maximum clock frequency at 582.9 MHz. The top fanout value on the critical path stands at 7. Input and output buffers added on the ports amount to 25. The final power report lists total power as 0.001049 W. In this run the maximum-capacitance check reported violations numbering 0. In this run the remaining antenna-violating nets after routing total 0.

The initial antenna violation count was 0. For this design, the slowest cell found on the critical path is clkdlybuf4s50_1. The HPWL after detailed placement stands at 1.589 mm. The height of the die stands at 71.35 um.

The cell-mix breakdown from Yosys lists the XOR/XNOR area share as 2.428%. The count of flip-flops with a built-in enable after synthesis stands at 24. The met3 layer usage reported by global route stands at 3.994%. In the hold timing report, the worst path depth is 2. The finished layout reports a core utilization of 40.66%. The total of flip-flops plus latches after synthesis stands at 29. The biggest area contributor in the post-synthesis netlist is edfxtp_1. The worst setup path is captured at a primary output. The via count stands at 956. The area overhead of the layout relative to synthesis stands at 26.11%. Among all cell types in the netlist, the one instantiated most often is edfxtp_1. The STA report counts the stages on the worst setup path as 1. The power share of the combinational group stands at 9.5%. Per report_power, the sequential group accounts for 56.0% of the total. The internal power summed over all cells stands at 0.0008316 W. The clock tree synthesis step divided the H-tree into 2 levels.

The clock network latency to the later pin of the worst-skew pair stands at 270 ps. The largest net degree at the start of global routing stands at 19. The initial utilization of the core area, before any placement, comes to 32.24%.

The first-pass GRT wire length stands at 3.836 mm. The switching power stands at 0.0002178 W. The share of the yosys chip area belonging to registers stands at 56.90%. The post-synthesis compound-gate area fraction stands at 10.06%. The report puts the cell count of the worst reg-to-reg path at 3. The area of the chip stands at 0.005090 mm2.

The pre-antenna-repair detailed-routing pass consisted of 24 iterations. The routed design shows a via density per instance of 4.686. The met1 usage stands at 14.74%.

The timing report attributes the biggest portion of critical-path delay to buffers and inverters. In this run the worst hold path is classified as flip-flop to flip-flop. The core area stands at 0.004474 mm2. The OpenROAD warning count stands at 29.

The via count of the first global-routing pass was 882. The synthesized netlist devotes 6.938% of its cell area to adder and majority cells. Buffers inserted during clock tree synthesis total 5. The clock network fraction of total power stands at 34.5%.

TritonCTS built the clock tree. The simple-gate area share of the yosys netlist stands at 11.01%. Between clock sinks in the finished design, the worst skew comes to 2.343 ps.

The synthesized instance count is 121. The yosys cell count stands at 121. The final number of max-transition violations stands at 0. The buffer and inverter count on the worst path stands at 1. The fraction of synthesis flops using an asynchronous set or reset pin stands at 0%. The required time reported for the critical path endpoint stands at 1920 ps. The routability-driven placement congestion ratio stands at 0.7601. The final hold violation count recorded for this run is 0.

Endpoints with negative setup slack in the final report add up to 0. The clock-pin slew reported for the worst setup and hold paths after clock tree synthesis stands at 60 ps. The final cycle utilization of the critical path stands at 71.48%. Gates resized during post-CTS repair numbered 0.

The total global routing track utilization stands at 9.955%. Per the CTS log, the root buffer master is clkbuf_8. The standby leakage power stands at 0.6912 nW. Looking at the VDD voltage map, the peak drop is 0.3468 mV. On the critical path the data arrives at 1240 ps. Dividing the detail-routed wire length by the instance count gives 10.67 um.

The slew of the pin with the lowest slew margin stands at 356.8 ps. The switching share of power stands at 20.76%. The average cell area after synthesis stands at 11.92 um2. The run finished with clean final reports. Yosys reports a chip area of 0.001443 mm2. Per the log, the first TritonRoute iteration ended with a DRC count of 31. After synthesis, the netlist uses 22 different library cells. The longest incremental delay of any stage on the critical path is reported as 510 ps. According to the floorplan log, the row count is 24. Counting I/O delays and the setup requirement, the final critical path takes 1716 ps. Once the clock tree was built, the setup fixing pass inserted 0 buffers.

The clock passes through at most 2 buffers. In the post-synthesis netlist, the biggest area contributors are edfxtp_1 50%, dfxtp_1 6.9%, ha_1 6.9%. The report puts the hold buffer count at CTS at 0. Warnings reported by Yosys during synthesis add up to 1. The worst setup path is launched from a flip-flop. The layout has 409 filler cells. Yosys reports that the leading cell type by area covers 49.96% of the netlist area. Global route summary, busiest routing layer listed as met1. The share of cells above drive strength 1 stands at 11.18%. The number of primary I/O pins stands at 26. Setup repair after global routing left no endpoint under its margin.

For this design the ratio of total power to cell area is 576.8 mW/mm2. On met2, the global router reports a usage of 14.50%. Antenna repair during routing inserted a diode count of 0. In the synthesized netlist the dominant register cell turns out to be edfxtp_1.

The netlist area before placement stands at 0.001443 mm2. Recorded from the global router log, the overflow total was 0. The synthesis run shows the most used standard cells to be 24 x edfxtp_1, 12 x nor2_1, 10 x inv_1, 10 x nand2_1, 9 x o21ai_1.

The total length of routed wires stands at 2.177 mm. After routing, the total negative slack on setup checks comes to 0 ps. In this run the critical path is formed by clkdlybuf4s50_1. The clock sink total stands at 29.

The worst relative slew slack stands at 76.19%. The DRC violation total left in the routed layout is recorded as 0. Summing all multiplexer cells gives an area fraction of 7.546%. For reference, the most critical setup path is categorized as flip-flop to primary output. Grouping non-sequential cells by family puts the most area in simple AND/OR/NAND/NOR gates.

The die is 71.35 um wide.
[cell type report]
class / instances / area, um2 / area share [%]
Tap cell: 52 / 65.06 / 3.576
Sequential cell: 29 / 820.8 / 45.12
Timing Repair Buffer: 27 / 265.3 / 14.58
Clock inverter: 2 / 10.01 / 0.5502
Multi-Input combinational cell: 78 / 548.0 / 30.12
Inverter: 10 / 37.54 / 2.063
Clock buffer: 6 / 72.57 / 3.989
[metrics by stage]
stage	hold slack (ps)	worst slack [ps]	instance area, um2	cells
after floorplan	393.3	995.0	1443	121
after CTS	465.3	666.5	1819	204
after global placement	429.1	570.3	1737	196
final	460.7	684.4	1819	204
after detailed placement	452.5	535.9	1737	196
after global routing	498.4	602.1	1819	204
[worst min-delay path, delay by kind of cell, from the launching register on]
kind | cells | cell delay [ps]
simple gates | 2 | 110
flops | 1 | 320
[flip-flops by register name, summed over array words and instances (netlist names)]
register / count
RIN: 9
state: 5
Contador: 3
Rdecenas: 4
Rcentenas: 4
Runidades: 4
[cells in the final DEF (no fill, tap or decap)]
| cell | n |
|---|---|
| clkbuf_8 | 5 |
| o21ai_0 | 4 |
| dfxtp_1 | 5 |
| nand2_1 | 10 |
| nor2_1 | 12 |
| a21oi_1 | 4 |
| o21ai_1 | 9 |
| nor2b_1 | 3 |
| clkbuf_1 | 1 |
| buf_4 | 2 |
| nand2b_1 | 7 |
| a21o_1 | 1 |
| o21bai_1 | 3 |
| xor2_1 | 4 |
| mux2_4 | 5 |
| clkdlybuf4s50_1 | 25 |
| mux2_2 | 3 |
| edfxtp_1 | 24 |
| clkinv_2 | 2 |
| ha_1 | 8 |
| a32o_1 | 3 |
| and2_1 | 1 |
| nor3b_1 | 1 |
| inv_1 | 10 |
[metal layers]
metal	vias to the layer above	share of wire (%)
met4	0	1.7
met2	35	43
met1	430	49
met5	-	0
li1	484	-
met3	7	6.2
[power groups by stage]
stage,sequential (W),clock [W],combinational (W)
finish,0.000587,0.000362,0.000100
global route,0.000591,0.000399,0.000113
CTS,0.000587,0.000375,0.000102
[path summary, 6_finish.rpt]
kind	from	end	slack, ps
hold reg to reg	state[0]$_DFF_P_	state[3]$_DFF_P_	460
setup reg to reg	state[2]$_DFF_P_	Runidades[1]$_DFFE_PP_	840
setup / recovery	Runidades[0]$_DFFE_PP_	Runidades[0]	680
hold / removal	state[0]$_DFF_P_	state[3]$_DFF_P_	460
[cells by family after synthesis]
kind of cell / count (synthesis)
xor+xnor: 4
simple gates: 34
fa+ha+maj: 8
compound gates: 24
mux: 8
flops: 29
buf+inv: 14
Power is estimated from default activity; no workload was simulated.
