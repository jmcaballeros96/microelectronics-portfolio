==> ./design.v <==
`timescale 1ns / 1ps
module unit3_1_fixed (clk, rst, convierte, IN, Rcentenas, Rdecenas, Runidades, fin, listo);
  parameter N = 9;
  input              clk;
  input              rst;
  input              convierte;
  input      [N-1:0] IN;
  output reg [3:0]   Rcentenas;
  output reg [3:0]   Rdecenas;
  output reg [3:0]   Runidades;
  output             fin;
  output             listo;
  function integer F1;
    input [31:0] num;
    integer i;
    begin
      i = num;		
      for(F1 = 0; i > 0; F1 = F1 + 1)
        i = i >> 1;
    end
  endfunction
  reg [F1(N)-1:0] Contador;
  reg [N-1:0]     RIN;
  reg [2:0]       state;
  initial begin
  state      = 3'b000;
  Contador   = 0;
  RIN        = 0;
  Rcentenas  = 0;
  Rdecenas   = 0;
  Runidades  = 0;
  end
  parameter espera  = 3'b000,
            prepara = 3'b001,
            opera1  = 3'b010,
            opera2  = 3'b011,
            ultimo  = 3'b100;
  assign listo = (state == espera);
  assign fin   = (state == ultimo);
  always @(posedge clk) begin
    if (rst) begin
      state     <= espera;
      Rcentenas <= 0;
      Rdecenas  <= 0;
      Runidades <= 0;
      Contador  <= 0;
      RIN       <= 0;
    end else begin
      case (state)
        espera: begin
          if (convierte == 1)
            state <= prepara;
          else
            state <= espera;
        end
        prepara: begin
          Rcentenas <= 0;
          Rdecenas  <= 0;
          Runidades <= 0;
          RIN       <= IN;
          Contador  <= N-1;
          state     <= opera1;
        end
        opera1: begin
          if (Rdecenas  >= 5) Rdecenas  <= Rdecenas  + 3;
          if (Runidades >= 5) Runidades <= Runidades + 3;
          if (Rcentenas >= 5) Rcentenas <= Rcentenas + 3;
          state <= opera2;
        end
        opera2: begin
          Contador  <= Contador - 1;
          Rcentenas <= {Rcentenas[2:0], Rdecenas[3]};
          Rdecenas  <= {Rdecenas [2:0], Runidades[3]};
          Runidades <= {Runidades[2:0], RIN[N-1]};
          RIN       <= RIN << 1;
          if (Contador == 0)
            state <= ultimo;
          else
            state <= opera1;
        end
        ultimo: begin
          state <= espera;
        end
        default: begin
          state <= espera;
        end
      endcase
    end
  end
endmodule
==> ./run.sh <==
#!/bin/bash
# OpenROAD 26Q1-2900-gdf79404cd8, Yosys 0.63+post, stock flow scripts
make -C /OpenROAD-flow-scripts/flow DESIGN_CONFIG=/design/flow/config.mk WORK_HOME=/design/flow/orfs finish
==> ./config.mk <==
export PLATFORM = sky130hd
export DESIGN_NAME = unit3_1_fixed
export DESIGN_NICKNAME = unit3_1_fixed
export VERILOG_FILES = /design/flow/design.v
export SDC_FILE = /design/flow/constraint.sdc
export NUM_CORES = 4
export LEC_CHECK = 1
export CORE_AREA = 10 10 96 96
export DIE_AREA = 0 0 106 106
==> ./constraint.sdc <==
current_design unit3_1_fixed

set clk_period 2.3
set clk_io_pct 0.2

create_clock -name clk0 -period $clk_period [get_ports {clk}]

set non_clock_inputs [all_inputs -no_clocks]
set_input_delay [expr $clk_period * $clk_io_pct] -clock clk0 $non_clock_inputs
set_output_delay [expr $clk_period * $clk_io_pct] -clock clk0 [all_outputs]
==> run_results.csv <==
group,metric,value,unit
outcome,status,"complete, no violations",
logic_synthesis,syn_area,0.00155,sq mm
setup_path,path_max_fanout,12,
placed_design,hpwl,2480,microns
power,power_leakage,0.628,nW
sta,relSlewSlack,0.606,
cts,cts_resized,0,
logic_synthesis,ys_types,38,
flow_run,warnings,29,
flow_run,max-cap-violations,0,
sta,finalClockPeriodUsage,0.879,
logic_synthesis,syn-instance-count,178,
sta,fin_skew,2.37,ps
placed_design,place_area,0.00189,sq mm
floorplanning,die_area,0.0112,sq mm
finish,regArea,561,sq um
placed_design,place_inst,294,
finish,synthToLayoutAreaGrowth,25.5,%
cts,clkTransAtPathRegs,100,ps
cts,holdBufCountCts,0,
grt,grt_pass1_vias,1241,
routing,wl,3490,microns
setup_path,worstSetupEndpointType,"output port",
worst_hold_path,worstHoldStart,"RIN[0]$_SDFFE_PP0P_",
setup_path,rrSetupSlack,560,ps
sta,final_hold_viol_count,0,
sta,rsz0062_at_grt,"no",
floorplanning,io_pins,26,
routing,vias_per_cell,4.33,
cts,clock_sinks,28,
setup_path,critPathKind,"reg2out",
worst_hold_path,hold_path.class,"reg2reg",
logic_synthesis,synth_flops,28,
cts,cts_root_buf,"clkbuf_8",
finish,final_area,0.00195,sq mm
setup_path,crit_buf_inv,1,
sta,slew_viol_final,0,
routing,ant_nets,0,
floorplanning,fp_util,0.215,
setup_path,path_cells,"nor3_1, clkdlybuf4s50_1",
floorplanning,core,0.00721,sq mm
setup_path,crit_path_top_delay_cell,"clkdlybuf4s50_1",
finish,instances_no_fill,298,
placed_design,io_buffer_count,25,
setup_path,slowest_delay,530,ps
worst_hold_path,holdPathStages,2,
routing,wl_per_cell,11.7,microns
finish,num-fill-cells,792,
cts,clk_path_buf_depth,2,
setup_path,cp-start-kind,"flip-flop",
routing,drt_iter0_drc,44,
floorplanning,rows,31,
routing,first_pass_iters,5,
cts,postCtsSetupBuffers,0,
placed_design,finalWeightedCongestion,0.812,
worst_hold_path,holdPathEnd,"RIN[0]$_SDFFE_PP0P_",
logic_synthesis,ys_cells,178,
sta,hold_slack,471,ps
power,vdd_ir_drop_max,0.000333,V
grt,track_usage,0.0630,
power,powerDensity,579,mW/mm^2
logic_synthesis,ys_warn_count,1,
cts,clk_latency,270,ps
setup_path,crit_required,1840,ps
floorplanning,dieHeight,106,microns
cts,cts_tree,"built",
sta,setup_tns,0,ps
grt,grt_pass1_wl,6040,microns
logic_synthesis,ys_seq_frac,0.361,
cts,h-tree-depth,1,
grt,antenna_found_initial,0,
grt,grt_max_degree,29,
sta,fin_crit,2020,ps
logic_synthesis,syn_avg_cell_area,8.72,sq um
routing,vias,1291,
cts,numCtsBuffers,3,
routing,n_antenna_cell,0,
sta,tightest_slew,590,ps
setup_path,r2r_end,"Runidades[0]$_SDFFE_PP0P_",
sta,fmax,495,MHz
setup_path,worstPathArrival,1560,ps
sta,setup_viol,0,
setup_path,reg2reg_depth,6,
floorplanning,die_x,106,microns
finish,logic_area,898,sq um
setup_path,r2r_start,"Runidades[0]$_SDFFE_PP0P_",
routing,drcViolationCount,0,
finish,final_util,0.270,
setup_path,path_delay_family,"buffers and inverters",
grt,grt_overflow,0,
finish,drive_gt1_frac,0.0804,
logic_synthesis,ys_chip_area,0.00155,sq mm
[flip-flops by register name (all words and copies together) (netlist names)]
register,cells
RIN,9
Rcentenas,4
Runidades,4
state,3
Rdecenas,4
Contador,4
[cell usage after synthesis, drive strengths merged]
library cell / n / area, sq um
mux2i: 8 / 80.1
o31ai: 3 / 55.1
a31oi: 1 / 6.26
a311oi: 4 / 35.0
nand3b: 3 / 22.5
or3b: 1 / 8.76
and3b: 1 / 8.76
and2: 1 / 6.26
o211ai: 3 / 22.5
inv: 8 / 30.0
nand2b: 3 / 26.3
nand4b: 1 / 8.76
a22o: 3 / 26.3
dfxtp: 28 / 561
nand3: 2 / 10.0
nor3b: 4 / 41.3
a211oi: 13 / 113
and4: 1 / 8.76
a22oi: 2 / 15.0
nor4: 2 / 12.5
buf: 8 / 47.5
xnor2: 3 / 26.3
clkbuf: 4 / 16.3
nand2: 11 / 41.3
a21oi: 11 / 55.1
o21ai: 5 / 25.0
nor2: 31 / 116
ha: 8 / 100
nor3: 3 / 15.0
nor2b: 2 / 12.5
[worst reg2reg max path: stages (launching register included)]
cell      delay (ps)
dfxtp_1          440
inv_1             90
ha_1             230
nor3b_1          160
o31ai_2          430
nor2_1            80
a311oi_1         230
[power breakdown]
part           internal (mW)  total [mW]  switching [mW]
Clock                  0.153       0.309           0.156
Sequential             0.521       0.559          0.0387
Combinational          0.129       0.260           0.131
Total                  0.803        1.13           0.326
[stage by stage]
step,power [mW],worst slack (ps)
floorplan,0.743,802
global placement,0.831,546
detailed placement,0.833,592
CTS,1.15,272
global route,1.21,124
finish,1.13,279
[placed cells by master, fill, tap and decap left out, drive strengths merged, types with 5 or more instances in the layout]
| master | synthesis | final |
|---|---|---|
| nor2 | 31 | 31 |
| clkdlybuf4s50 | 0 | 25 |
| o21ai | 5 | 5 |
| mux2i | 8 | 8 |
| nand2 | 11 | 11 |
| a21oi | 11 | 11 |
| ha | 8 | 8 |
| inv | 8 | 8 |
| a211oi | 13 | 13 |
| dfxtp | 28 | 28 |
[kinds of logic (layout without fill, tap and decap cells)]
kind of cell | count (synthesis) | in the layout | share of synthesized area
AND/OR/NAND/NOR | 66 | 66 | 0.218
AND-OR/OR-AND | 45 | 45 | 0.227
adder cells (fa/ha/maj) | 8 | 8 | 0.0645
XOR/XNOR | 3 | 3 | 0.0169
buffers and inverters | 20 | 41 | 0.0604
multiplexers | 8 | 8 | 0.0516
flip-flops | 28 | 28 | 0.361
[metal layers]
metal	global-route usage	part of all wire	vias up
li1	-	-	672
met1	0.0953	0.53	585
met2	0.0914	0.40	32
met3	0.0183	0.062	2
met4	0.00193	0.0029	0
met5	0	0	-
[cell type report]
| class | instances | area share |
|---|---|---|
| Timing Repair Buffer | 29 | 0.144 |
| Tap cell | 99 | 0.0636 |
| Multi-Input combinational cell | 130 | 0.461 |
| Clock buffer | 4 | 0.0283 |
| Sequential cell | 28 | 0.288 |
| Inverter | 8 | 0.0154 |
[worst max path at each step]
stage                       start     to  slack (ps)  depth (start not counted)
finish        state[2]$_SDFF_PP0_  listo         280                          2
global route  state[2]$_SDFF_PP0_  listo         120                          2
CTS           state[2]$_SDFF_PP0_  listo         270                          2
Power and IR drop assume default switching activity.
